$ cat flow/config.mk
export PLATFORM = sky130hd
export DESIGN_NAME = alu
export DESIGN_NICKNAME = alu
export VERILOG_FILES = /design/flow/design.v
export SDC_FILE = /design/flow/constraint.sdc
export NUM_CORES = 4
export LEC_CHECK = 1
export CORE_UTILIZATION = 50
$ cat flow/design.v
`timescale 1ns / 1ps
module alu(
    output reg [15:0] out,
    output reg cout,
    input [3:0] op,
    input [3:0] logic_func,
    input [15:0] ina,
    input [15:0] inb,
    input [15:0] inc,
    input cin
    );
    integer i;
    always @(*) begin
        out = 16'b0;
        cout = cin;
        case(op)
            4'b0000 : {cout, out} = ina + inb + cin;
            4'b0001 : out = (ina << inb[3:0]) | ({16{cin}} >> -inb[3:0]);
            4'b0010 : {cout, out} = {1'b1, ina} - inb - ~cin;
            4'b0011 : out = (ina << inb[3:0]) | (ina >> -inb[3:0]);
            4'b0100 : for(i = 0; i < 16; i = i + 1) out[i] = logic_func[{ina[i], inb[i]}];
            4'b0101 : out = (|inc)    ? (ina) : (ina + inb);
            4'b0110 : out = (~|inc)   ? (ina) : (ina + inb);
            4'b0111 : out = (inc[15]) ? (ina) : (ina + inb);
        endcase
    end
endmodule
$ cat flow/run.sh
#!/bin/bash
# OpenROAD 26Q1-2900-gdf79404cd8, Yosys 0.63+post, stock flow scripts
make -C /OpenROAD-flow-scripts/flow DESIGN_CONFIG=/design/flow/config.mk WORK_HOME=/design/flow/orfs finish
$ cat flow/constraint.sdc
current_design alu

set clk_period 11.1
set clk_io_pct 0.2

create_clock -name clk0 -period $clk_period

set non_clock_inputs [all_inputs -no_clocks]
set_input_delay [expr $clk_period * $clk_io_pct] -clock clk0 $non_clock_inputs
set_output_delay [expr $clk_period * $clk_io_pct] -clock clk0 [all_outputs]
==> tab_implementation.tex <==
% Implementation results table
\begin{tabular}{lr}
\hline
Metric & Value \\
\hline
\multicolumn{2}{l}{\textbf{Synth}} \\
Mean area per synthesized cell & 7.30 µm² \\
Fraction of the yosys area taken by sequential cells & 0\% \\
Number of distinct standard cells referenced by the synthesized netlist & 70 \\
Chip area line of the yosys report & 4830 µm² \\
Post-synthesis instance total & 662 \\
Cell Area, Synth & 4830 µm² \\
Cell total in the yosys stat output & 662 \\
Yosys synthesis warning count & 1 \\
\multicolumn{2}{l}{\textbf{Detailed routing}} \\
DRC viols & 0 \\
Remaining number of nets flagged by the antenna check after routing & 0 \\
Total Routed Length & 18.5 mm \\
Via total after detailed routing & 5,754 \\
Vias per inst & 6.83 \\
Total iterations of the first detailed-routing run & 5 \\
Antenna diodes & 0 \\
Number of design-rule violations left by the first detailed-router iteration & 442 \\
Average wire length per cell after detail routing & 22.0 µm \\
\multicolumn{2}{l}{\textbf{Global routing}} \\
Antenna violations before repair & 0 \\
Total routing usage reported by global routing & 38.3\% \\
Largest net degree at the start of global routing & 40 \\
Sum of overflow across all layers after global routing & 0 \\
Wire length of the first global-routing pass & 28.8 mm \\
Via count of the first global-routing pass & 5,270 \\
\multicolumn{2}{l}{\textbf{Floorplanning}} \\
Number of top-level pins & 74 \\
Die Footprint & 10,100 µm² \\
Die extent in x & 100 µm \\
DIE HEIGHT & 100 µm \\
Number of placement rows & 35 \\
Initial Util & 52.0\% \\
Core area & 9280 µm² \\
\multicolumn{2}{l}{\textbf{Critical path}} \\
Critical setup path kind & in2out \\
Library cell contributing the largest single delay on the critical path & sky130\_fd\_sc\_hd\_\_clkdlybuf4s50\_1 \\
Worst-path fanout max & 19 \\
Data required time of the worst path & 8880 ps \\
Worst setup EP type & output pin \\
Crit. path cell count & 13 \\
CP Cell Sequence & clkdlybuf4s50\_1 -> inv\_2 -> ha\_1 -> ha\_1 -> a21oi\_1 -> o211ai\_1 -> a2111oi\_0 -> buf\_4 -> nor2\_1 -> a31oi\_1 -> xor2\_1 -> o2111ai\_1 -> clkdlybuf4s50\_1 \\
CP peak stage delay & 950 ps \\
Arrival time worst endpoint & 6510 ps \\
Top Family by Delay on Critical Path & buffers and inverters \\
Nature of the critical path startpoint & input pin \\
Sum of buffers and inverters on the critical path & 4 \\
\multicolumn{2}{l}{\textbf{Final timing}} \\
Period minus WS final & 8730 ps \\
Post-route fraction of the period consumed by the critical path & 78.7\% \\
Worst max-slew margin expressed relative to the limit & 37.6\% \\
Unrepaired setup endpoints after global routing & false \\
Slew at the pin closest to its max-slew limit & 930 ps \\
Max Slew Vio Count & 0 \\
Max Freq & 114 MHz \\
Final Setup Violations & 0 \\
Final Hold Slack & 5640 ps \\
Number of hold-slack violations in the final timing report & 0 \\
Post-Route Setup TNS & 0 ps \\
\multicolumn{2}{l}{\textbf{Finish}} \\
Count of clock-net buffers in the final layout & 0 \\
Multi-input combinational cell area & 4500 µm² \\
Area used by sequential logic in the layout & 0 µm² \\
Growth of design area from synthesis to finish & 17.7\% \\
Proportion of layout cells with a drive suffix above 1 & 9.10\% \\
Number of fill cells & 885 \\
Sequential cell count & 0 \\
\multicolumn{2}{l}{\textbf{Clock network}} \\
Hold buffer count at cts & 0 \\
Post-cts repair resize count & 0 \\
Number of setup buffers added after CTS & 0 \\
\multicolumn{2}{l}{\textbf{Run}} \\
Number of warnings the tools reported & 50 \\
Max-cap viol count & 0 \\
\multicolumn{2}{l}{\textbf{Power and ir drop}} \\
P per Cell Area & 55.9 nW/µm² \\
Leakage power total & 0.00229 µW \\
Peak supply drop & 35.6 µV \\
\multicolumn{2}{l}{\textbf{Min path}} \\
Hold Path Depth & 5 \\
Worst hold path class & in2out \\
\multicolumn{2}{l}{\textbf{Place}} \\
Routability Congestion & 0.975 \\
IO Port Bufs & 74 \\
DP HPWL & 14.1 mm \\
\multicolumn{2}{l}{\textbf{Outcome}} \\
Run status & finished clean \\
\hline
\end{tabular}
[power by group]
part           total [µW]  switching (µW)  internal [µW]
clock network           0               0              0
registers               0               0              0
logic                 318             175            142
total                 318             175            142
[cells by family (layout without fill, tap and decap cells)]
kind of cell               Yosys count  count (layout)  synth area share [%]
AOI/OAI and AO/OA                  213             213                  29.6
adders and majority gates           54              54                  14.8
xor gates and xnor gates            29              29                  5.26
and+or+nand+nor                    215             215                  21.6
muxes                               71              71                  21.8
buffers and inverters               80             132                  6.89
[routing by layer]
| layer | vias up | GRT usage (%) | wire, µm | share of wire [%] |
|---|---|---|---|---|
| li1 | 2673 | - | - | - |
| met5 | - | 0 | 0 | 0 |
| met2 | 387 | 54.7 | 7680 | 41 |
| met4 | 0 | 9.70 | 583 | 3.1 |
| met1 | 2650 | 56.8 | 7590 | 41 |
| met3 | 44 | 12.3 | 2680 | 14 |
[worst min-delay path, cell delays in order]
cell and delay (ps):
sky130_fd_sc_hd__clkdlybuf4s50_1 400, sky130_fd_sc_hd__buf_4 230, sky130_fd_sc_hd__nand2_1 100, sky130_fd_sc_hd__a31oi_1 70
sky130_fd_sc_hd__clkdlybuf4s50_1 400
[cell type report]
class | instances | area share, %
repair buffers | 93 | 15.5
well taps | 129 | 2.84
multi-input cells | 582 | 79.1
inverters | 39 | 2.58
[cell usage after synthesis, drive strengths merged (7+ instances only)]
cell type,number,share of area (%)
xnor2,19,3.4
nand2,56,4.4
a221o,8,1.7
o21ai,41,4.2
nand3,18,1.9
a21oi,56,5.8
nor3,17,1.8
inv,38,3.0
a211oi,9,1.4
a221oi,10,1.8
buf,16,1.9
mux4,27,13
nor2,62,4.8
and3,7,0.91
a31oi,11,1.4
o22ai,8,1.0
nor4,12,1.8
nand4,7,0.91
xor2,10,1.8
nor2b,11,1.4
ha,49,13
clkbuf,25,2.0
o211ai,13,2.1
mux2i,39,8.1
a22oi,7,1.1
[placed cells by master (no fill, tap or decap), types with 8 or more instances in the layout]
cell type                         netlist  routed
sky130_fd_sc_hd__o211ai_1              12      12
sky130_fd_sc_hd__mux4_2                27      27
sky130_fd_sc_hd__clkdlybuf4s50_1        0      73
sky130_fd_sc_hd__xor2_1                10      10
sky130_fd_sc_hd__nand2_1               56      56
sky130_fd_sc_hd__a221oi_1              10      10
sky130_fd_sc_hd__a221o_1                8       8
sky130_fd_sc_hd__nor3_1                17      17
sky130_fd_sc_hd__nand3_1               18      18
sky130_fd_sc_hd__a21oi_1               56      56
sky130_fd_sc_hd__buf_4                  0      19
sky130_fd_sc_hd__a31oi_1               11      11
sky130_fd_sc_hd__o22ai_1                8       8
sky130_fd_sc_hd__xnor2_1               19      19
sky130_fd_sc_hd__nor2_1                62      62
sky130_fd_sc_hd__ha_1                  49      49
sky130_fd_sc_hd__mux2i_1               39      39
sky130_fd_sc_hd__nor2b_1               11      11
sky130_fd_sc_hd__nor4_1                10      10
sky130_fd_sc_hd__o21ai_0               40      40
sky130_fd_sc_hd__inv_1                 36      36
sky130_fd_sc_hd__a211oi_1               9       9
[metrics by stage]
stage	cell area, µm²	setup WS, ps	std cells	power (µW)	utilization [%]
finish	5680	2370	843	318	61.2
global route	5680	2130	843	345	61.2
CTS	5680	2450	843	311	61.2
detailed placement	5680	2470	843	309	61.2
global placement	5680	2580	843	308	61.2
floorplan	4830	4030	662	200	-
[final timing paths]
kind                   start  endpoint  slack (ps)
worst max-delay path  inb[2]   out[14]        2370
worst min-delay path   op[1]      cout        5640
Power figures rest on the tool's default switching activity, not on a simulated workload.
