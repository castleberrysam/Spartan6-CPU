### ./config.mk
export PLATFORM = sky130hd
export DESIGN_NAME = cpu_ctl
export DESIGN_NICKNAME = cpu_ctl
export VERILOG_FILES = /design/flow/design.v
export SDC_FILE = /design/flow/constraint.sdc
export NUM_CORES = 4
export LEC_CHECK = 1
export CORE_UTILIZATION = 30
### ./constraint.sdc
current_design cpu_ctl

set clk_period 6.3
set clk_io_pct 0.2

create_clock -name clk0 -period $clk_period [get_ports {clk}]

set non_clock_inputs [all_inputs -no_clocks]
set_input_delay [expr $clk_period * $clk_io_pct] -clock clk0 $non_clock_inputs
set_output_delay [expr $clk_period * $clk_io_pct] -clock clk0 [all_outputs]
### ./design.v
`timescale 1ns / 1ps
module cpu_ctl(
    output reg data_write_en,
    output reg [3:0] alu_op,
    output [3:0] alu_logic_func,
    output reg alu_cin,
    output reg [10:0] ctl_out,
    output reg [15:0] immediate,
    output reg [15:0] immediate2,
    output reg [15:0] write_en,
    output reg [47:0] output_en,
    input [7:0] data_in,
    input alu_cout,
    input clk,
    input reset
    );
    reg [31:0] insn;
    reg [15:0] mem_read_scratch;
    reg [7:0] insn_cycle;
    reg carry;
    assign alu_logic_func = insn[11:8];
    wire [15:0] reg_1, reg_2, reg_3;
    wire [47:0] out_1, out_2, out_3;
    wire insn_len_1, insn_len_2, insn_len_3, insn_len_4;
    assign reg_1 = 16'b1 << insn[3:0];
    assign reg_2 = 16'b1 << insn[15:12];
    assign reg_3 = 16'b1 << insn[11:8];
    assign out_1 = 48'b1 << (insn[3:0] * 3);
    assign out_2 = 48'b1 << (insn[15:12] * 3);
    assign out_3 = 48'b1 << (insn[11:8] * 3);
    function [1:0] insn_len;
        input [3:0] opcode;
        case(opcode)
            4'b0000: insn_len = 2'b00;
            4'b0001: insn_len = 2'b00;
            4'b0010: insn_len = 2'b01;
            4'b0011: insn_len = 2'b01;
            4'b0100: insn_len = 2'b01;
            4'b0101: insn_len = 2'b01;
            4'b0110: insn_len = 2'b01;
            4'b0111: insn_len = 2'b10;
            4'b1000: insn_len = 2'b10;
            4'b1001: insn_len = 2'b10;
            4'b1010: insn_len = 2'b11;
            4'b1011: insn_len = 2'b11;
            4'b1100: insn_len = 2'b11;
            4'b1101: insn_len = 2'b11;
            4'b1110: insn_len = 2'b11;
            4'b1111: insn_len = 2'b11;
        endcase
    endfunction
    always @(posedge clk or posedge reset) begin
        if(reset) begin
            insn = 32'b0;
            insn_cycle = 8'b0;
            mem_read_scratch = 16'b0;
            carry = 1'b0;
        end else case(insn_cycle)
            8'b00 : begin
                insn[7:0] = data_in;
                insn_cycle = (insn_len(insn[7:4]) == 2'b00) ? 8'b100 : 8'b01;
            end
            8'b01 : begin
                insn[15:8] = data_in;
                insn_cycle = (insn_len(insn[7:4]) == 2'b01) ? 8'b100 : 8'b10;
            end
            8'b10 : begin
                insn[23:16] = data_in;
                insn_cycle = (insn_len(insn[7:4]) == 2'b10) ? 8'b100 : 8'b11;
            end
            8'b11 : begin
                insn[31:24] = data_in;
                insn_cycle = 8'b100;
            end
            default : case(insn[7:4])
                4'b0000 : begin
                    case(insn_cycle)
                        8'b100  : insn_cycle = 8'b101;
                        8'b101  : insn_cycle = 8'b110;
                        default : insn_cycle = 8'b00;
                    endcase
                end
                4'b0001 : begin
                    case(insn_cycle)
                        8'b100  : insn_cycle = 8'b111;
                        8'b111  : begin
                            mem_read_scratch[7:0] = data_in;
                            insn_cycle = 8'b1000;
                        end
                        8'b1000 : begin
                            mem_read_scratch[15:8] = data_in;
                            insn_cycle = 8'b1001;
                        end
                        default : insn_cycle = 8'b00;
                    endcase
                end
                4'b0010 : begin
                    case(insn_cycle)
                        8'b100  : insn_cycle = 8'b1010;
                        default : insn_cycle = 8'b00;
                    endcase
                end
                4'b0011 : begin
                    case(insn_cycle)
                        8'b100  : insn_cycle = 8'b1011;
                        default : begin
                            carry = alu_cout;
                            insn_cycle = 8'b00;
                        end
                    endcase
                end
                4'b0100 : begin
                    case(insn_cycle)
                        8'b100  : insn_cycle = 8'b1100;
                        default : begin
                            carry = alu_cout;
                            insn_cycle = 8'b00;
                        end
                    endcase
                end
                4'b0101 : begin
                    case(insn_cycle)
                        8'b100  : insn_cycle = 8'b1101;
                        default : insn_cycle = 8'b00;
                    endcase
                end
                4'b0110 : begin
                    case(insn_cycle)
                        8'b100  : insn_cycle = 8'b1110;
                        default : insn_cycle = 8'b00;
                    endcase
                end
                4'b0111 : begin
                    case(insn_cycle)
                        8'b100  : insn_cycle = 8'b1111;
                        default : insn_cycle = 8'b00;
                    endcase
                end
                4'b1000 : begin
                    case(insn_cycle)
                        8'b100  : insn_cycle = 8'b10000;
                        default : insn_cycle = 8'b00;
                    endcase
                end
                4'b1001 : begin
                    case(insn_cycle)
                        8'b100   : insn_cycle = 8'b10001;
                        8'b10001 : insn_cycle = 8'b10010;
                        default  : insn_cycle = 8'b00;
                    endcase
                end
                4'b1010 : begin
                    case(insn_cycle)
                        8'b100  : insn_cycle = 8'b10011;
                        default : insn_cycle = 8'b00;
                    endcase
                end
                4'b1011 : begin
                    case(insn_cycle)
                        8'b100  : insn_cycle = 8'b10100;
                        default : insn_cycle = 8'b00;
                    endcase
                end
                4'b1100 : begin
                    case(insn_cycle)
                        8'b100  : insn_cycle = 8'b10101;
                        default : insn_cycle = 8'b00;
                    endcase
                end
                4'b1101 : begin
                    case(insn_cycle)
                        8'b100  : insn_cycle = 8'b10110;
                        default : insn_cycle = 8'b00;
                    endcase
                end
                4'b1110 : begin
                    case(insn_cycle)
                        8'b100   : insn_cycle = 8'b10111;
                        8'b10111 : begin
                            mem_read_scratch[7:0] = data_in;
                            insn_cycle = 8'b11000;
                        end
                        8'b11000 : begin
                            mem_read_scratch[15:8] = data_in;
                            insn_cycle = 8'b11001;
                        end
                        default  : insn_cycle = 8'b00;
                    endcase
                end
                4'b1111 : begin
                    case(insn_cycle)
                        8'b100   : insn_cycle = 8'b11010;
                        8'b11010 : insn_cycle = 8'b11011;
                        default  : insn_cycle = 8'b00;
                    endcase
                end
            endcase
        endcase
    end
    always @(negedge clk or posedge reset) begin
        if(reset) begin
            write_en = 16'b0;
            data_write_en = 1'b0;
            alu_op = 4'b0;
            alu_cin = 1'b0;
            output_en = 48'b0;
            ctl_out = 11'b0;
            immediate = 16'b0;
            immediate2 = 16'b0;
        end else case(insn_cycle)
            8'b00, 8'b01, 8'b10, 8'b11 : begin
                write_en = 16'b1;
                data_write_en = 1'b0;
                alu_op = 4'b000;
                alu_cin = 1'b0;
                output_en = 48'b1;
                ctl_out = 11'b00010010101;
                immediate = 16'b1;
            end
            8'b100 : begin
                write_en = 16'b0;
                data_write_en = 1'b0;
            end
            8'b101 : begin
                write_en = 16'b0;
                data_write_en = 1'b1;
                alu_op = 4'b000;
                alu_cin = 1'b0;
                output_en = 48'b1000 | (out_1 << 1);
                ctl_out = 11'b01000100101;
                immediate = 16'hffff;
            end
            8'b110 : begin
                write_en = 16'b10;
                data_write_en = 1'b1;
                alu_op = 4'b000;
                alu_cin = 1'b0;
                output_en = 48'b1000 | (out_1 << 1);
                ctl_out = 11'b10010010101;
                immediate = 16'hfffe;
            end
            8'b111 : begin
                write_en = 16'b10;
                data_write_en = 1'b0;
                alu_op = 4'b000;
                alu_cin = 1'b0;
                output_en = 48'b1000;
                ctl_out = 11'b00010011001;
                immediate2 = 16'b1;
            end
            8'b1000 : begin
                write_en = 16'b10;
                data_write_en = 1'b0;
                alu_op = 4'b000;
                alu_cin = 1'b0;
                output_en = 48'b1000;
                ctl_out = 11'b00010011001;
                immediate2 = 16'b1;
            end
            8'b1001 : begin
                write_en = reg_1;
                data_write_en = 1'b0;
                ctl_out = 11'b00101000000;
                immediate = mem_read_scratch;
            end
            8'b1010 : begin
                write_en = reg_1;
                data_write_en = 1'b0;
                alu_op = 4'b100;
                output_en = out_1 | (out_2 << 1);
                ctl_out = 11'b00010000011;
            end
            8'b1011 : begin
                write_en = reg_2;
                data_write_en = 1'b0;
                alu_op = 4'b000;
                alu_cin = insn[3] ? carry : 1'b0;
                output_en = out_2 | (out_3 << 1);
                ctl_out = 11'b00010000011;
            end
            8'b1100 : begin
                write_en = reg_2;
                data_write_en = 1'b0;
                alu_op = 4'b010;
                alu_cin = insn[3] ? carry : 1'b1;
                output_en = out_2 | (out_3 << 1);
                ctl_out = 11'b00010000011;
            end
            8'b1101 : begin
                write_en = reg_2;
                data_write_en = 1'b0;
                alu_op = insn[3] ? 4'b001 : 4'b011;
                alu_cin = carry;
                output_en = out_2 | (out_3 << 1);
                ctl_out = 11'b00010000011;
            end
            8'b1110 : begin
                write_en = reg_1;
                data_write_en = 1'b0;
                alu_op = insn[3] ? 4'b001 : 4'b011;
                alu_cin = carry;
                output_en = out_1;
                ctl_out = 11'b00010000101;
                immediate = insn[11:8];
            end
            8'b1111 : begin
                write_en = reg_1;
                data_write_en = 1'b0;
                alu_op = 4'b000;
                alu_cin = 1'b0;
                output_en = out_1;
                ctl_out = 11'b00010000101;
                immediate = insn[23:8];
            end
            8'b10000 : begin
                write_en = reg_1;
                data_write_en = 1'b0;
                ctl_out = 11'b00101000000;
                immediate = insn[23:8];
            end
            8'b10001 : begin
                write_en = 16'h8000;
                data_write_en = 1'b0;
                output_en = 48'b10;
                ctl_out = 11'b00001000000;
            end
            8'b10010 : begin
                write_en = 16'b1;
                data_write_en = 1'b0;
                alu_op = 4'b000;
                alu_cin = 1'b0;
                output_en = out_1;
                ctl_out = 11'b00010000101;
                immediate = insn[23:8];
            end
            8'b10011 : begin
                write_en = reg_2;
                data_write_en = 1'b0;
                alu_op = 4'b100;
                output_en = out_2;
                ctl_out = 11'b00010000101;
                immediate = insn[31:16];
            end
            8'b10100 : begin
                write_en = 16'b1;
                data_write_en = 1'b0;
                alu_op = 4'b101;
                output_en = (out_2 << 2) | out_3;
                ctl_out = 11'b00010000101;
                immediate = insn[31:16];
            end
            8'b10101 : begin
                write_en = 16'b1;
                data_write_en = 1'b0;
                alu_op = 4'b110;
                output_en = (out_2 << 2) | out_3;
                ctl_out = 11'b00010000101;
                immediate = insn[31:16];
            end
            8'b10110 : begin
                write_en = 16'b1;
                data_write_en = 1'b0;
                alu_op = 4'b111;
                output_en = (out_2 << 2) | out_3;
                ctl_out = 11'b00010000101;
                immediate = insn[31:16];
            end
            8'b10111 : begin
                write_en = 16'b0;
                data_write_en = 1'b0;
                alu_op = 4'b000;
                alu_cin = 1'b0;
                output_en = out_3;
                ctl_out = 11'b00000101001;
                immediate2 = insn[31:16];
            end
            8'b11000 : begin
                write_en = 16'b0;
                data_write_en = 1'b0;
                alu_op = 4'b000;
                alu_cin = 1'b1;
                output_en = out_3;
                ctl_out = 11'b00000101001;
                immediate2 = insn[31:16];
            end
            8'b11001 : begin
                write_en = reg_2;
                data_write_en = 1'b0;
                ctl_out = 11'b00101000000;
                immediate = mem_read_scratch;
            end
            8'b11010 : begin
                write_en = 16'b0;
                data_write_en = 1'b1;
                alu_op = 4'b000;
                alu_cin = 1'b0;
                output_en = out_2 | (out_3 << 1);
                ctl_out = 11'b01000100101;
                immediate = insn[31:16];
            end
            8'b11011 : begin
                write_en = 16'b0;
                data_write_en = 1'b1;
                alu_op = 4'b000;
                alu_cin = 1'b1;
                output_en = out_2 | (out_3 << 1);
                ctl_out = 11'b10000100101;
                immediate = insn[31:16];
            end
        endcase
    end
endmodule
### ./run.sh
#!/bin/bash
# OpenROAD 26Q1-2900-gdf79404cd8, Yosys 0.63+post, stock flow scripts
make -C /OpenROAD-flow-scripts/flow DESIGN_CONFIG=/design/flow/config.mk WORK_HOME=/design/flow/orfs finish
==> run summary <==
status -> finished clean
maximum root-to-sink buffer count -> 2
first-pass GRT wire length -> 37.64 mm
initial drt markers -> 584
crit-path cells -> clkdlybuf4s50_1
gr usage total -> 17.70%
die y size -> 169.0 um
Top cells by area -> dfrtn_1 (33%), dfrtp_1 (23%), a221o_1 (7.7%)
vias in the first global route -> 6308
DRT Pass-1 Iters -> 5
via count -> 6425
Most used DFF post-synth -> dfrtn_1
CTS tree -> done
Max stage delay on crit path -> 0.50 ns
VDD IR max -> 0.0002042 V
OpenROAD warning count -> 28
die area -> 28570 um2
skew final -> 0.03472 ns
worst skew pair latency -> 0.43 ns
Worst-Margin Slew -> 0.8379 ns
top area contributor share -> 33.48%
initial antenna violation count -> 0
n_diodes -> 0
routability cong. -> 0.9045
crit-path leading delay family -> buffers and inverters
final instance area -> 10610 um2
core area -> 27180 um2
Port Buf Inserts -> 126
hold buffer count at cts -> 0
Pins Over Slew Limit -> 0
GRT overflow -> 0
Distinct cells, synth -> 62
Finished Core Util -> 39.06%
vias per inst -> 5.336
critical path capture point type -> output pin
final hold vios -> 0
Layout area overhead -> 26.80%
maximum fanout along the worst path -> 2
min-delay worst type -> reg2reg
fp_density -> 30.80%
post-CTS setup buffer count -> 0
Boundary Pins -> 128
total number of yosys warnings -> 1
final setup violation count -> 0
Flops after synth -> 189
final WL -> 24.22 mm
average size of a mapped cell -> 11.82 um2
Final ANT Viol Nets -> 0
pin count of the biggest net entering global routing -> 114
CTS H-tree depth -> 4
Power Density -> 431.4 nW/um2
setup TNS -> 0 ns
cell type with the largest total area -> dfrtn_1
Die Span X -> 169.0 um
Critical Path Source Type -> flip-flop
hold_ws -> 0.4327 ns
Worst Path Arrival -> 4.54 ns
Post-synth EDFFs -> 0
Worst-path clk slew -> 0.05 ns
yosys stat chip area -> 8371 um2
drt drc -> 0
asr flop ratio synth -> 100.0%
CP Class -> reg2out
Buf/Inv on CP -> 1
top cells by count -> dfrtn_1 (112), dfrtp_1 (76), a221o_1 (64)
row cnt -> 60
Lkg Pwr -> 4.629 nW
Cell Area, Synth -> 8371 um2
HPWL Detailed -> 17.07 mm
ratio of cells with drive above 1 in the final layout -> 14.66%
post-CTS resize count -> 0
Yosys Instances -> 708
top-count cell post-synth -> dfrtn_1
Rel. slew slack -> 43.93%
drt wl/cell -> 20.12 um
instance area at placement -> 10010 um2
Post-synth seq share -> 56.52%
Worst Path Required -> 5.04 ns
RSZ-0062 raised after global routing -> false
Max-Cap Viols -> 0
CTS sink cnt -> 189
Final Total Pwr -> 4.578 mW
slowest CP cell -> clkdlybuf4s50_1
CTS Root Cell -> clkbuf_16
total CTS buffers -> 17
Synth Instances -> 708
==> layer usage <==
layer	vias up	GRT usage (%)	wire, um
met5	-	0	0
met1	3202	26.96	11020
met3	42	3.690	1328
li1	2957	-	-
met4	0	3.721	600
met2	224	27.00	11270
==> sequential cells by signal (all words and copies together) (netlist names) <==
| signal | flops |
|---|---|
| alu_cin | 1 |
| alu_op | 3 |
| carry | 1 |
| ctl_out | 11 |
| data_write_en | 1 |
| immediate | 16 |
| immediate2 | 16 |
| insn | 32 |
| insn_cycle | 28 |
| mem_read_scratch | 16 |
| output_en | 48 |
| write_en | 16 |
==> per-stage QoR <==
step | setup slack, ns | instances
3_3_place_gp | 0.6819 | 1172
5_1_grt | 0.4348 | 1204
6_report | 0.4953 | 1204
3_5_place_dp | 0.6457 | 1172
2_1_floorplan | -0.4185 | 708
4_1_cts | 0.4845 | 1204
==> cells by family after synthesis <==
group | after synthesis | synth area share, %
DFF | 189 | 56.52
AOI/OAI and AO/OA | 181 | 18.19
other | 1 | 0.04480
muxes | 51 | 6.831
and+or+nand+nor | 221 | 14.75
buffers and inverters | 65 | 3.662
==> layout make-up <==
class                      instances  area [um2]
fill                            2587       16560
timing repair buffer             141        1411
clock buffer                      19       464.2
multi-input combinational        454        3338
inverter                          16       63.81
sequential                       189        4731
clock inverter                    13       140.1
tap                              372       465.4
==> worst paths after layout <==
kind                                    start              to  slack [ns]  depth (start not counted)
worst max-delay path            immediate2[0]   immediate2[0]        0.50                          1
worst min-delay path               ctl_out[3]      ctl_out[3]        0.43                          1
worst max register to register  insn_cycle[5]    immediate[6]        0.58                          4
worst min register to register     ctl_out[3]      ctl_out[3]        0.43                          1
max in group asynchronous               reset  immediate2[14]        1.33                          3
min in group asynchronous               reset  insn_cycle[23]        1.33                          3
==> power breakdown <==
group	total [mW]	internal, mW	leakage [nW]	switching [mW]
Sequential	1.97	1.57	2.49	0.398
Clock	1.09	0.566	0.295	0.522
Combinational	1.52	0.824	1.84	0.698
Total	4.58	2.96	4.63	1.62
==> cell usage in the layout (no fill, tap or decap), types with 6 or more instances in the layout <==
cell,count
nor2_1,59
and3_1,7
o211ai_1,6
o2bb2ai_1,25
mux2_2,49
dfrtp_1,76
nand2_1,38
inv_1,15
o21ai_0,15
or4_1,13
nor3_1,20
a21oi_1,16
nor2b_1,8
nand3_1,8
clkbuf_16,18
a221o_1,64
a22o_1,19
o31ai_1,6
dfrtn_1,112
nand2b_1,6
nor4_1,13
or2_2,7
and2_1,7
buf_4,12
clkdlybuf4s50_1,126
or3_1,10
Power is estimated from default activity; no workload was simulated.
