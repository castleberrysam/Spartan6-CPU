==> design/flow/design.v <==
`timescale 1ns / 1ps
module uart(
    output reg uart_tx,
    output reg [7:0] data_out,
    output reg new_data,
    output reg buf_empty,
    input uart_rx,
    input [7:0] data_in,
    input write_data,
    input read_data,
    input uart_clk,
    input reset
    );
    reg [2:0] clk_cycle;
    reg [2:0] clk_offset_in;
    reg [2:0] low_cycles_in;
    reg [9:0] data_out_buf;
    reg [3:0] curr_bit_out;
    reg [3:0] curr_bit_in;
    always @(posedge reset or posedge uart_clk) begin
        if(reset) begin
            uart_tx = 1'b1;
            data_out = 8'b0;
            new_data = 1'b0;
            buf_empty = 1'b1;
            clk_cycle = 3'b0;
            clk_offset_in = 3'b0;
            low_cycles_in = 3'b0;
            data_out_buf = 10'b0;
            curr_bit_out = 4'b0;
            curr_bit_in = 4'b0;
        end else begin
            if(read_data) begin
                new_data = 1'b0;
            end
            if(write_data) begin
                uart_tx = 1'b1;
                buf_empty = 1'b0;
                curr_bit_out = 4'b0;
                data_out_buf = {1'b1, data_in, 1'b0};
            end
            if(~buf_empty && clk_cycle == 3'b0) begin
                uart_tx = data_out_buf[curr_bit_out];
                curr_bit_out = curr_bit_out + 4'b1;
                if(curr_bit_out == 4'd10) begin
                    curr_bit_out = 4'b0;
                    buf_empty = 1'b1;
                end
            end
            if(curr_bit_in == 4'b0) begin
                low_cycles_in = (uart_rx ? 3'b0 : (low_cycles_in + 3'b1));
                if(low_cycles_in == 3'd5) begin
                    low_cycles_in = 3'b0;
                    clk_offset_in = clk_cycle;
                    curr_bit_in = 4'b1;
                end
            end else if(curr_bit_in == 4'd9) begin
                curr_bit_in = 4'b0;
                new_data = 1'b1;
            end else begin
                if(clk_cycle == clk_offset_in) begin
                    data_out[curr_bit_in-1] = uart_rx;
                    curr_bit_in = curr_bit_in + 4'b1;
                end
            end
            clk_cycle = clk_cycle + 3'b1;
        end
    end
endmodule
==> design/flow/run.sh <==
#!/bin/bash
# OpenROAD 26Q1-2900-gdf79404cd8, Yosys 0.63+post, stock flow scripts
make -C /OpenROAD-flow-scripts/flow DESIGN_CONFIG=/design/flow/config.mk WORK_HOME=/design/flow/orfs finish
==> design/flow/config.mk <==
export PLATFORM = sky130hd
export DESIGN_NAME = uart
export DESIGN_NICKNAME = uart
export VERILOG_FILES = /design/flow/design.v
export SDC_FILE = /design/flow/constraint.sdc
export NUM_CORES = 4
export LEC_CHECK = 1
export CORE_UTILIZATION = 30
==> design/flow/constraint.sdc <==
current_design uart

set clk_period 2.9
set clk_io_pct 0.2

create_clock -name clk0 -period $clk_period [get_ports {uart_clk}]

set non_clock_inputs [all_inputs -no_clocks]
set_input_delay [expr $clk_period * $clk_io_pct] -clock clk0 $non_clock_inputs
set_output_delay [expr $clk_period * $clk_io_pct] -clock clk0 [all_outputs]
==> metrics.txt <==
# HELP chip_impl_metric Physical implementation figures
# TYPE chip_impl_metric gauge
chip_impl_metric{name="post_drt_via_cell_ratio",unit=""} 4.67
chip_impl_metric{name="tritoncts_num_sinks",unit=""} 38
chip_impl_metric{name="power_per_cell_area",unit="nW/um^2"} 414
chip_impl_info{name="worst_r2r_endpoint",value="data_out[3]"} 1
chip_impl_metric{name="sw_frac_of_total",unit="%"} 18.1
chip_impl_metric{name="clock_slew_at_reported_path_ffs",unit="ps"} 70
chip_impl_metric{name="relative_contribution_of_sequential_cells_to_total_power",unit="%"} 47.6
chip_impl_metric{name="synth_largest_type_area_fraction",unit="%"} 39.5
chip_impl_metric{name="setup.reg_to_reg.worst_slack",unit="ps"} 150
chip_impl_metric{name="clk-insertion-delay-late",unit="ps"} 290
chip_impl_metric{name="cellInternalPower",unit="uW"} 957
chip_impl_info{name="setup.worst_path.start_class",value="flip-flop"} 1
chip_impl_metric{name="place.detailed.hpwl",unit="mm"} 3.10
chip_impl_metric{name="wire_length_of_the_first_global_routing_pass",unit="mm"} 6.78
chip_impl_metric{name="yosysWarnings",unit=""} 1
chip_impl_metric{name="worst_slack",unit="ps"} 152
chip_impl_metric{name="first_global_vias",unit=""} 1462
chip_impl_metric{name="final-max-slew-violation-count",unit=""} 0
chip_impl_info{name="synth.area.top_cells",value="dfrtp_1 40%, ha_1 8.8%, mux2_2 5.4%"} 1
chip_impl_metric{name="timing.critical_path.arrival",unit="ps"} 2920
chip_impl_metric{name="ys_seq_elements",unit=""} 38
chip_impl_metric{name="floorplan.io_pins",unit=""} 24
chip_impl_metric{name="tightestPinTransition",unit="ps"} 477
chip_impl_info{name="clock_tree_root_driver_cell",value="clkbuf_8"} 1
chip_impl_metric{name="synth_area_per_cell",unit="sq um"} 10.6
chip_impl_metric{name="tool_warnings",unit=""} 33
chip_impl_metric{name="postRouteAntennaNets",unit=""} 0
chip_impl_metric{name="floorplan.core_util",unit="%"} 31.2
chip_impl_metric{name="cts.path.max_buffers",unit=""} 2
chip_impl_metric{name="worstHoldPathCells",unit=""} 1
chip_impl_metric{name="final_layout_size_suffix_gt1_share",unit="%"} 19.0
chip_impl_metric{name="ctsHoldBuffers",unit=""} 0
chip_impl_metric{name="globalRouteTotalUtil",unit="%"} 11.0
chip_impl_metric{name="cp_max_fo",unit=""} 6
chip_impl_metric{name="timing.fmax",unit="MHz"} 364
chip_impl_metric{name="ys_cells",unit=""} 215
chip_impl_metric{name="total_leakage_power",unit="uW"} 0.00122
chip_impl_metric{name="timing.critical_path.required",unit="ps"} 3070
chip_impl_info{name="min_from",value="data_out_buf[9]"} 1
chip_impl_info{name="crit_type",value="reg2reg"} 1
chip_impl_metric{name="drt-wirelength-per-cell",unit="um"} 12.0
chip_impl_metric{name="drt-initial-drc-count",unit=""} 68
chip_impl_info{name="tritoncts",value="yes"} 1
chip_impl_metric{name="detailedPlace.worstSlack",unit="ps"} 85.2
chip_impl_metric{name="leftover_overflow_at_the_end_of_global_routing",unit=""} 0
chip_impl_info{name="synthDominantAreaCellType",value="dfrtp_1"} 1
chip_impl_metric{name="grt_start_max_net_pins",unit=""} 39
chip_impl_metric{name="ys_seq_share",unit="%"} 41.8
chip_impl_metric{name="finalWorstPathRequiredPeriod",unit="ps"} 2750
chip_impl_metric{name="placed_cells_incl_taps",unit=""} 338
chip_impl_info{name="layout_top_cells_excl_fill_tap",value="36 x dfrtp_1, 23 x clkdlybuf4s50_1, 15 x ha_1, 14 x nand2_1, 14 x inv_1"} 1
chip_impl_info{name="hold-path-endpoint",value="data_out_buf[9]"} 1
chip_impl_metric{name="mappedNetlistArea",unit="sq um"} 2280
chip_impl_metric{name="skew",unit="ps"} 6.90
chip_impl_info{name="most_common_cell_after_layout_fill_and_taps_aside",value="dfrtp_1"} 1
chip_impl_metric{name="postRouteWirelength",unit="mm"} 4.15
chip_impl_metric{name="n_antenna_cell",unit=""} 0
chip_impl_info{name="run_status",value="finished, final reports clean"} 1
chip_impl_info{name="synth-main-ff-cell",value="dfrtp_1"} 1
chip_impl_metric{name="ys_area",unit="sq um"} 2280
chip_impl_metric{name="post-route-period-util",unit="%"} 94.8
chip_impl_info{name="grt_setup_unrepaired",value="yes"} 1
chip_impl_metric{name="net-switching-power",unit="uW"} 212
chip_impl_metric{name="die_w",unit="um"} 89.2
chip_impl_metric{name="layout-area-overhead-vs-synth",unit="%"} 23.9
chip_impl_metric{name="antenna_found_initial",unit=""} 0
chip_impl_metric{name="reg2regPathDepth",unit=""} 10
chip_impl_metric{name="synth-edff-count",unit=""} 0
chip_impl_metric{name="rows",unit=""} 31
chip_impl_metric{name="max_cap_viol_count",unit=""} 0
chip_impl_metric{name="portBuffers",unit=""} 23
chip_impl_metric{name="vdd_ir_drop_max",unit="mV"} 0.233
chip_impl_metric{name="finalHoldViolations",unit=""} 0
chip_impl_info{name="worstHoldPathType",value="reg2reg"} 1
chip_impl_metric{name="cts_htree_levels",unit=""} 2
chip_impl_info{name="r2r_start",value="curr_bit_in[1]"} 1
chip_impl_metric{name="die.size.y",unit="um"} 89.2
chip_impl_metric{name="power.share.combinational",unit="%"} 5.8
chip_impl_metric{name="finalSetupViolCount",unit=""} 0
chip_impl_metric{name="syn-instance-count",unit=""} 215
chip_impl_metric{name="finalNonFillerCells",unit=""} 347
chip_impl_metric{name="vias",unit=""} 1619
chip_impl_metric{name="design.die.area",unit="sq um"} 7950
chip_impl_metric{name="design.core.area",unit="sq um"} 7290
chip_impl_metric{name="power_frac_clock",unit="%"} 46.7
chip_impl_metric{name="synthDistinctLibCells",unit=""} 52
chip_impl_metric{name="cts_bufs_inserted",unit=""} 5
chip_impl_info{name="critical_path.endpoint_type",value="flip-flop"} 1
chip_impl_metric{name="first_pass_iters",unit=""} 4
chip_impl_metric{name="slew-limit-headroom",unit="%"} 68.2
chip_impl_metric{name="placer_s_final_routability_congestion_estimate",unit=""} 0.809
chip_impl_metric{name="drc",unit=""} 0
chip_impl_metric{name="async_reset_ff_share",unit="%"} 100
cells by family (layout without fill, tap and decap cells):
family / Yosys count / in the layout / share of synthesized area [%]
AND-OR/OR-AND: 33 / 33 / 9.66
buffers and inverters: 22 / 55 / 4.34
adder cells (fa/ha/maj): 16 / 16 / 8.79
multiplexers: 19 / 19 / 10.6
XOR/XNOR: 12 / 12 / 4.61
flip-flops: 38 / 38 / 41.8
AND/OR/NAND/NOR: 75 / 75 / 20.2
area by class of cell:
class / count / area, sq um
clock buffer: 6 / 82.6
clock inverter: 2 / 60.1
fill: 740 / 4470
multi-input combinational: 155 / 1250
timing repair buffer: 32 / 298
tap: 99 / 124
inverter: 15 / 56.3
sequential: 38 / 953
sequential cells by signal (all words and copies together) (netlist names):
signal         flops
buf_empty          1
new_data           1
low_cycles_in      3
clk_cycle          3
clk_offset_in      3
curr_bit_in        4
uart_tx            1
data_out_buf      10
curr_bit_out       4
data_out           8
how the worst max path moves through the flow:
stage                  to      startpoint  cells past startpoint
global route  data_out[3]  curr_bit_in[1]                     10
CTS           data_out[3]  curr_bit_in[0]                     10
finish        data_out[3]  curr_bit_in[1]                     10
power groups by stage:
stage	Clock [uW]	Sequential, uW	Combinational (uW)
6_report	546	556	67.3
5_1_grt	587	558	74.9
4_1_cts	563	556	69.0
metal layers:
metal  global-route usage [%]  part of all wire [%]  up-vias  routed length [um]
li1                         -                     -      828                   -
met3                     1.87                   2.8        5                 116
met4                     1.15                   1.0        0                  42
met5                        0                     0        -                   0
met1                     17.4                    54      764                2230
met2                     16.5                    43       22                1770
cell usage after synthesis, types with 2 or more instances:
cell type,instances
mux2_4,2
mux4_2,2
a31oi_1,2
or3_1,5
nor2_1,8
ha_1,16
mux2_1,2
xnor2_1,3
xor2_1,9
nand4_1,3
o2bb2ai_1,3
nor2b_1,5
buf_2,4
nand3_1,8
mux2i_1,2
o21ai_0,12
dfrtp_1,36
nor3_1,9
dfstp_2,2
inv_1,15
nand3b_1,2
a21oi_1,5
nand2_1,14
nor4bb_1,2
nand2b_1,5
o31ai_1,2
mux2_2,11
and4bb_1,2
what timing repair did:
item | in CTS | in global routing
resized | 0 | 6
buffers inserted | 0 | 1
endpoints found under the hold margin | 0 | 0
setup endpoints to repair | 0 | 7
critical path, cell delays in order, from the launching register on:
cell and delay, ps:
dfrtp_1 340, inv_1 90, ha_4 280, nand2_1 120, or3_1 340, ha_1 280, and4bb_1 270, nand4_1 190
nor3_1 230, nor2b_1 170, mux2_1 320
through the flow:
stage	utilization [%]	setup TNS, ps	hold slack, ps	instance area [sq um]	power, uW
floorplan	-	-16.3	433	2280	595
global placement	36.4	0	450	2660	634
detailed placement	36.4	0	458	2660	634
CTS	38.4	0	474	2800	1190
global route	38.7	-18.4	486	2820	1220
finish	38.7	0	468	2820	1170
Power figures rest on the tool's default switching activity, not on a simulated workload.
